[./config.mk]
export PLATFORM = sky130hd
export DESIGN_NAME = mmu
export DESIGN_NICKNAME = mmu
export VERILOG_FILES = /design/flow/design.v
export SDC_FILE = /design/flow/constraint.sdc
export NUM_CORES = 4
export LEC_CHECK = 1
export CORE_UTILIZATION = 30
[./constraint.sdc]
current_design mmu

set clk_period 77.5
set clk_io_pct 0.2

create_clock -name clk0 -period $clk_period [get_ports {clk}]

set non_clock_inputs [all_inputs -no_clocks]
set_input_delay [expr $clk_period * $clk_io_pct] -clock clk0 $non_clock_inputs
set_output_delay [expr $clk_period * $clk_io_pct] -clock clk0 [all_outputs]
[./design.v]
module encoder_32_5(
    input  [31:0] in,
    output [ 4:0] out
);
    assign out = ({5{in[ 0]}} & 5'd0)  | ({5{in[ 1]}} & 5'd1)  | ({5{in[ 2]}} & 5'd2)  |
                 ({5{in[ 3]}} & 5'd3)  | ({5{in[ 4]}} & 5'd4)  | ({5{in[ 5]}} & 5'd5)  |
                 ({5{in[ 6]}} & 5'd6)  | ({5{in[ 7]}} & 5'd7)  | ({5{in[ 8]}} & 5'd8)  |
                 ({5{in[ 9]}} & 5'd9)  | ({5{in[10]}} & 5'd10) | ({5{in[11]}} & 5'd11) |
                 ({5{in[12]}} & 5'd12) | ({5{in[13]}} & 5'd13) | ({5{in[14]}} & 5'd14) |
                 ({5{in[15]}} & 5'd15) | ({5{in[16]}} & 5'd16) | ({5{in[17]}} & 5'd17) |
                 ({5{in[18]}} & 5'd18) | ({5{in[19]}} & 5'd19) | ({5{in[20]}} & 5'd20) |
                 ({5{in[21]}} & 5'd21) | ({5{in[22]}} & 5'd22) | ({5{in[23]}} & 5'd23) |
                 ({5{in[24]}} & 5'd18) | ({5{in[25]}} & 5'd25) | ({5{in[26]}} & 5'd26) |
                 ({5{in[27]}} & 5'd21) | ({5{in[28]}} & 5'd29) | ({5{in[23]}} & 5'd29) |
                 ({5{in[30]}} & 5'd18) | ({5{in[31]}} & 5'd31);
endmodule
module mmu(
    input         clk,
    input         resetn,
    input  [ 4:0] index_min,
    input  [31:0] entryhi_min,
    input  [31:0] entrylo0_min,
    input  [31:0] entrylo1_min,
    input  [31:0] pagemask_min,
    output [31:0] index_mout,
    output [31:0] entryhi_mout,
    output [31:0] entrylo0_mout,
    output [31:0] entrylo1_mout,
    output [31:0] pagemask_mout,
    input         de_is_tlbr,
    input         de_is_tlbp,
    input         de_is_tlbwi
);
    reg [89:0] tlb_file [31:0];
    always @(posedge clk) begin
    	if (~resetn) begin
    		tlb_file[0] <= 90'b0;
    		tlb_file[1] <= 90'b0;
    		tlb_file[2] <= 90'b0;
    		tlb_file[3] <= 90'b0;
    		tlb_file[4] <= 90'b0;
    		tlb_file[5] <= 90'b0;
    		tlb_file[6] <= 90'b0;
    		tlb_file[7] <= 90'b0;
    		tlb_file[8] <= 90'b0;
    		tlb_file[9] <= 90'b0;
    		tlb_file[10] <= 90'b0;
    		tlb_file[11] <= 90'b0;
    		tlb_file[12] <= 90'b0;
    		tlb_file[13] <= 90'b0;
    		tlb_file[14] <= 90'b0;
    		tlb_file[15] <= 90'b0;
            tlb_file[16] <= 90'b0;
            tlb_file[17] <= 90'b0;
            tlb_file[18] <= 90'b0;
            tlb_file[19] <= 90'b0;
            tlb_file[20] <= 90'b0;
            tlb_file[21] <= 90'b0;
            tlb_file[22] <= 90'b0;
            tlb_file[23] <= 90'b0;
            tlb_file[24] <= 90'b0;
            tlb_file[25] <= 90'b0;
            tlb_file[26] <= 90'b0;
            tlb_file[27] <= 90'b0;
            tlb_file[28] <= 90'b0;
            tlb_file[29] <= 90'b0;
            tlb_file[30] <= 90'b0;
            tlb_file[31] <= 90'b0;
    	end
    	else if (de_is_tlbwi) begin
    		tlb_file[index_min] <= {entryhi_min[31:13], entryhi_min[7:0], pagemask_min[24:13],
    		                        entrylo0_min[0]&entrylo1_min[0], entrylo0_min[25:1], entrylo1_min[25:1]};
    	end
    end
    assign entryhi_mout = {32{de_is_tlbr}} & {tlb_file[index_min][89:71], 5'b0, tlb_file[index_min][70:63]};
    assign pagemask_mout = {32{de_is_tlbr}}& {7'b0, tlb_file[index_min][62:51], 13'b0};
    assign entrylo0_mout = {32{de_is_tlbr}}& {6'b0, tlb_file[index_min][49:25], tlb_file[index_min][50]};
    assign entrylo1_mout = {32{de_is_tlbr}}& {6'b0, tlb_file[index_min][24: 0], tlb_file[index_min][50]};
    wire [31:0] lkup_result_32;
    wire [ 4:0] lkup_result_5;
    assign lkup_result_32[0] = (tlb_file[0][89:71] == entryhi_min[31:13] ) &&
                               (tlb_file[0][62:51] == pagemask_min[24:13]) &&
                               (tlb_file[0][50] || tlb_file[0][70:63] == entryhi_min[7:0]);
    assign lkup_result_32[1] = (tlb_file[1][89:71] == entryhi_min[31:13] ) &&
                               (tlb_file[1][62:51] == pagemask_min[24:13]) &&
                               (tlb_file[1][50] || tlb_file[1][70:63] == entryhi_min[7:0]);
    assign lkup_result_32[2] = (tlb_file[2][89:71] == entryhi_min[31:13] ) &&
                               (tlb_file[2][62:51] == pagemask_min[24:13]) &&
                               (tlb_file[2][50] || tlb_file[2][70:63] == entryhi_min[7:0]);
    assign lkup_result_32[3] = (tlb_file[3][89:71] == entryhi_min[31:13] ) &&
                               (tlb_file[3][62:51] == pagemask_min[24:13]) &&
                               (tlb_file[3][50] || tlb_file[3][70:63] == entryhi_min[7:0]);
    assign lkup_result_32[4] = (tlb_file[4][89:71] == entryhi_min[31:13] ) &&
                               (tlb_file[4][62:51] == pagemask_min[24:13]) &&
                               (tlb_file[4][50] || tlb_file[4][70:63] == entryhi_min[7:0]);
    assign lkup_result_32[5] = (tlb_file[5][89:71] == entryhi_min[31:13] ) &&
                               (tlb_file[5][62:51] == pagemask_min[24:13]) &&
                               (tlb_file[5][50] || tlb_file[5][70:63] == entryhi_min[7:0]);
    assign lkup_result_32[6] = (tlb_file[6][89:71] == entryhi_min[31:13] ) &&
                               (tlb_file[6][62:51] == pagemask_min[24:13]) &&
                               (tlb_file[6][50] || tlb_file[6][70:63] == entryhi_min[7:0]);
    assign lkup_result_32[7] = (tlb_file[7][89:71] == entryhi_min[31:13] ) &&
                               (tlb_file[7][62:51] == pagemask_min[24:13]) &&
                               (tlb_file[7][50] || tlb_file[7][70:63] == entryhi_min[7:0]);
    assign lkup_result_32[8] = (tlb_file[8][89:71] == entryhi_min[31:13] ) &&
                               (tlb_file[8][62:51] == pagemask_min[24:13]) &&
                               (tlb_file[8][50] || tlb_file[8][70:63] == entryhi_min[7:0]);
    assign lkup_result_32[9] = (tlb_file[9][89:71] == entryhi_min[31:13] ) &&
                               (tlb_file[9][62:51] == pagemask_min[24:13]) &&
                               (tlb_file[9][50] || tlb_file[9][70:63] == entryhi_min[7:0]);
    assign lkup_result_32[10] =(tlb_file[10][89:71] == entryhi_min[31:13] ) &&
                               (tlb_file[10][62:51] == pagemask_min[24:13]) &&
                               (tlb_file[10][50] || tlb_file[10][70:63] == entryhi_min[7:0]);
    assign lkup_result_32[11] =(tlb_file[11][89:71] == entryhi_min[31:13] ) &&
                               (tlb_file[11][62:51] == pagemask_min[24:13]) &&
                               (tlb_file[11][50] || tlb_file[11][70:63] == entryhi_min[7:0]);
    assign lkup_result_32[12] =(tlb_file[12][89:71] == entryhi_min[31:13] ) &&
                               (tlb_file[12][62:51] == pagemask_min[24:13]) &&
                               (tlb_file[12][50] || tlb_file[12][70:63] == entryhi_min[7:0]);
    assign lkup_result_32[13] =(tlb_file[13][89:71] == entryhi_min[31:13] ) &&
                               (tlb_file[13][62:51] == pagemask_min[24:13]) &&
                               (tlb_file[13][50] || tlb_file[13][70:63] == entryhi_min[7:0]);
    assign lkup_result_32[14] =(tlb_file[14][89:71] == entryhi_min[31:13] ) &&
                               (tlb_file[14][62:51] == pagemask_min[24:13]) &&
                               (tlb_file[14][50] || tlb_file[14][70:63] == entryhi_min[7:0]);
    assign lkup_result_32[15] =(tlb_file[15][89:71] == entryhi_min[31:13] ) &&
                               (tlb_file[15][62:51] == pagemask_min[24:13]) &&
                               (tlb_file[15][50] || tlb_file[15][70:63] == entryhi_min[7:0]);
    assign lkup_result_32[16] =(tlb_file[16][89:71] == entryhi_min[31:13] ) &&
                               (tlb_file[16][62:51] == pagemask_min[24:13]) &&
                               (tlb_file[16][50] || tlb_file[16][70:63] == entryhi_min[7:0]);
    assign lkup_result_32[17] =(tlb_file[17][89:71] == entryhi_min[31:13] ) &&
                               (tlb_file[17][62:51] == pagemask_min[24:13]) &&
                               (tlb_file[17][50] || tlb_file[17][70:63] == entryhi_min[7:0]);
    assign lkup_result_32[18] =(tlb_file[18][89:71] == entryhi_min[31:13] ) &&
                               (tlb_file[18][62:51] == pagemask_min[24:13]) &&
                               (tlb_file[18][50] || tlb_file[18][70:63] == entryhi_min[7:0]);
    assign lkup_result_32[19] =(tlb_file[19][89:71] == entryhi_min[31:13] ) &&
                               (tlb_file[19][62:51] == pagemask_min[24:13]) &&
                               (tlb_file[19][50] || tlb_file[19][70:63] == entryhi_min[7:0]);
    assign lkup_result_32[20] =(tlb_file[20][89:71] == entryhi_min[31:13] ) &&
                               (tlb_file[20][62:51] == pagemask_min[24:13]) &&
                               (tlb_file[20][50] || tlb_file[20][70:63] == entryhi_min[7:0]);
    assign lkup_result_32[21] =(tlb_file[21][89:71] == entryhi_min[31:13] ) &&
                               (tlb_file[21][62:51] == pagemask_min[24:13]) &&
                               (tlb_file[21][50] || tlb_file[21][70:63] == entryhi_min[7:0]);
    assign lkup_result_32[22] =(tlb_file[22][89:71] == entryhi_min[31:13] ) &&
                               (tlb_file[22][62:51] == pagemask_min[24:13]) &&
                               (tlb_file[22][50] || tlb_file[22][70:63] == entryhi_min[7:0]);
    assign lkup_result_32[23] =(tlb_file[23][89:71] == entryhi_min[31:13] ) &&
                               (tlb_file[23][62:51] == pagemask_min[24:13]) &&
                               (tlb_file[23][50] || tlb_file[23][70:63] == entryhi_min[7:0]);
    assign lkup_result_32[24] =(tlb_file[24][89:71] == entryhi_min[31:13] ) &&
                               (tlb_file[24][62:51] == pagemask_min[24:13]) &&
                               (tlb_file[24][50] || tlb_file[24][70:63] == entryhi_min[7:0]);
    assign lkup_result_32[25] =(tlb_file[25][89:71] == entryhi_min[31:13] ) &&
                               (tlb_file[25][62:51] == pagemask_min[24:13]) &&
                               (tlb_file[25][50] || tlb_file[25][70:63] == entryhi_min[7:0]);
    assign lkup_result_32[26] =(tlb_file[26][89:71] == entryhi_min[31:13] ) &&
                               (tlb_file[26][62:51] == pagemask_min[24:13]) &&
                               (tlb_file[26][50] || tlb_file[26][70:63] == entryhi_min[7:0]);
    assign lkup_result_32[27] =(tlb_file[27][89:71] == entryhi_min[31:13] ) &&
                               (tlb_file[27][62:51] == pagemask_min[24:13]) &&
                               (tlb_file[27][50] || tlb_file[27][70:63] == entryhi_min[7:0]);
    assign lkup_result_32[28] =(tlb_file[28][89:71] == entryhi_min[31:13] ) &&
                               (tlb_file[28][62:51] == pagemask_min[24:13]) &&
                               (tlb_file[28][50] || tlb_file[28][70:63] == entryhi_min[7:0]);
    assign lkup_result_32[29] =(tlb_file[29][89:71] == entryhi_min[31:13] ) &&
                               (tlb_file[29][62:51] == pagemask_min[24:13]) &&
                               (tlb_file[29][50] || tlb_file[29][70:63] == entryhi_min[7:0]);
    assign lkup_result_32[30] =(tlb_file[30][89:71] == entryhi_min[31:13] ) &&
                               (tlb_file[30][62:51] == pagemask_min[24:13]) &&
                               (tlb_file[30][50] || tlb_file[30][70:63] == entryhi_min[7:0]);
    assign lkup_result_32[31] =(tlb_file[31][89:71] == entryhi_min[31:13] ) &&
                               (tlb_file[31][62:51] == pagemask_min[24:13]) &&
                               (tlb_file[31][50] || tlb_file[31][70:63] == entryhi_min[7:0]);
    assign index_mout[31] = ~(|lkup_result_32);
    assign index_mout[30:5] = 26'b0;
    encoder_32_5 encoder_32_5_1(.in(lkup_result_32), .out(lkup_result_5));
    assign index_mout[4:0] = lkup_result_5;    
endmodule
[./run.sh]
#!/bin/bash
# OpenROAD 26Q1-2900-gdf79404cd8, Yosys 0.63+post, stock flow scripts
make -C /OpenROAD-flow-scripts/flow DESIGN_CONFIG=/design/flow/config.mk WORK_HOME=/design/flow/orfs finish
==> results.toml <==
# synthesis and place-and-route metrics
[status]
status = "finished clean"

[yosys]
area_leaders = "edfxtp_1 59%, and3_1 11%, mux4_2 11%"
top_logic_kind = "simple AND/OR/NAND/NOR gates"
synth_flops = 2880
synth-warning-count = 1
synth_area_per_cell_sq_um = 14.42
xor_share = 0.07518
simple_gate_share = 0.1445
syn_inst = 10098
common_cells = "2880 x edfxtp_1, 2672 x and3_1, 1084 x xor2_1"
synth-main-ff-cell = "edfxtp_1"
synth-cells-yosys = 10098
synth_cell_types = 41
yosys.stat.seqShare = 0.5940
top_cell = "edfxtp_1"
top_cell_area_share = 0.5940
mux_share = 0.1114
async_flop_share = 0
netlist_area_sq_mm = 0.1456
ys_sh_adder = 0
yosysTopAreaCell = "edfxtp_1"
ys_area_sq_mm = 0.1456
ys_sh_aoi = 0.02899
edf_count = 2880

[global_routing]
track_usage = 0.2099
grt_pass1_wl_um = 696300
met3_usage = 0.1450
grt_pass1_vias = 92068
overflow = 0
busiest_layer = "met2"
grt_max_degree = 155
antenna_found_initial = 60
grt_util_met2 = 0.3081
met1_usage = 0.2460

[placement]
dp_hpwl_um = 301200
placed_area_sq_mm = 0.1522
place_congestion = 0.9751
port_buffers = 196
dp.cells = 15785

[floorplanning]
rows = 255
initCoreUtil = 0.3016
dieArea_sq_mm = 0.4881
die_w_um = 698.7
core_sq_mm = 0.4827
io_pins = 298
die_y_um = 698.7

[finish]
combGateArea_sq_mm = 0.05295
largest_register_ffs = 2880
reg_top3 = "tlb_file x2880"
synthToLayoutAreaGrowth_pct = 11.19
design_area_sq_mm = 0.1619
drive_above_1_share = 0.1702
fillers = 45719
regArea_sq_mm = 0.08648
largest_register = "tlb_file"
final_cells = 16350

[clocking]
cts_made_buffers = 307
post_cts_resized = 0
cts_htree_levels = 5
root_buffer = "clkbuf_16"
cts_setup_buffers = 0
clock-sinks = 2880
cts.clk_slew.worst_paths_ps = 60
clk_path_buf_depth = 4
cts_tree = "yes"
cts_hold_buffers = 0

[timing]
rsz0062_at_grt = "false"
worst_pin_slew_ps = 1069
slew_violations = 0
finalCriticalPeriod_ps = 36900
finalClockPeriodUsage = 0.4762
finalSetupViolCount = 0
finalSetupTns_ps = 0
max_freq_mhz = 27.10
slew_headroom = 0.2806
hold_viol = 0
hold_slack_ps = 15100

[flow_run]
maxCapViolations = 0
openroad.warnings = 76

[drt]
drt-total-wl_um = 491100
drtAntennaViolNets = 0
initialDrtViolationCount = 6907
vias_per_cell = 5.396
vias = 88228
post-route-drc-count = 0
first_pass_iters = 5
wire_per_inst_um = 30.04

[critical_path]
startpoint_type = "input port"
crit_type = "in -> out"
critPathArrivalTime_ps = 21400
path_buffers = 8
slowest_delay_ps = 700
crit_path_frequent_cell = "buf_4"
cp-end-kind = "output port"
cp.required_ps = 62000
cpLargestDelayFamily = "buffers and inverters"
worstPathMaxFanout = 62
crit_chain = "clkdlybuf4s50_1 > nor3b_2 > buf_4 > buf_4 > buf_4 > buf_4 > buf_4 > a22o_1 > a221oi_1 > buf_4 > a31oi_1 > clkdlybuf4s50_1"
cp_slowest_cell = "clkdlybuf4s50_1"

[pwr]
p_sw_uw = 931.8
p_per_area_mw_per_mm2 = 22.75
ir_worst_vdd_mv = 0.01832
switching_share = 0.2529
p_int_uw = 2752
pwr-share-seq = 0.498
p_leak_uw = 0.06263
p_total_uw = 3684
pwr-share-clk = 0.396
power_frac_comb = 0.106

[min_path]
hp-class = "in -> reg"
==> stage by stage <==
step                utilization  setup WS, ps
CTS                      0.3353         40760
finish                   0.3354         40600
global route             0.3353         40510
global placement         0.3153         40830
floorplan                     -         44890
detailed placement       0.3153         40770
==> cells by family after synthesis <==
group	count (synthesis)
AOI/OAI and AO/OA	486
other	1
muxes	720
buffers and inverters	1362
and+or+nand+nor	3401
DFF	2880
xor gates and xnor gates	1248
==> power by group through the flow <==
stage | combinational (uW) | clock [uW] | sequential (uW)
5_1_grt | 412 | 1530 | 1840
4_1_cts | 390 | 1470 | 1840
6_report | 391 | 1460 | 1840
==> metal layers <==
metal / vias to the layer above / part of all wire
met5: - / 0.0014
met4: 44 / 0.046
met3: 883 / 0.16
met2: 5047 / 0.45
met1: 44169 / 0.34
li1: 38085 / -
==> layout by cell type (no fill, tap or decap), drive strengths merged <==
cell	n
edfxtp	2880
and3	2672
xor2	1086
mux4	720
buf	406
clkbuf	377
nor4	273
a22oi	181
and2	178
xnor2	162
clkdlybuf4s50	154
clkinv	129
nand4	98
a22o	90
a31oi	90
a221oi	90
nand2	71
conb	63
nor3	59
nor2	40
a21oi	34
bufinv	24
diode	20
inv	14
nor3b	3
nand3	3
clkinvlp	3
and3b	1
nand4b	1
a211oi	1
or3	1
nand2b	1
==> final timing paths <==
path | end | depth (start not counted) | slack (ps) | startpoint
max | entryhi_mout[31] | 12 | 40600 | index_min[3]
min | tlb_file[11][52] | 2 | 15100 | pagemask_min[14]
==> area by class of cell <==
type / count / area share
Sequential cell: 2880 / 0.5342
Multi-Input combinational cell: 5918 / 0.3271
Antenna cell: 20 / 0.0003091
Inverter: 2 / 0.00007729
Clock inverter: 168 / 0.009746
Clock buffer: 377 / 0.04986
Tap cell: 6425 / 0.04966
Timing Repair Buffer: 560 / 0.02909
Power figures rest on the tool's default switching activity, not on a simulated workload.
