<file path="flow/constraint.sdc">
current_design reg_file

set clk_period 18.1
set clk_io_pct 0.2

create_clock -name clk0 -period $clk_period [get_ports {clk}]

set non_clock_inputs [all_inputs -no_clocks]
set_input_delay [expr $clk_period * $clk_io_pct] -clock clk0 $non_clock_inputs
set_output_delay [expr $clk_period * $clk_io_pct] -clock clk0 [all_outputs]
</file>
<file path="flow/config.mk">
export PLATFORM = sky130hd
export DESIGN_NAME = reg_file
export DESIGN_NICKNAME = reg_file
export VERILOG_FILES = /design/flow/design.v
export SDC_FILE = /design/flow/constraint.sdc
export NUM_CORES = 4
export LEC_CHECK = 1
export CORE_UTILIZATION = 40
</file>
<file path="flow/run.sh">
#!/bin/bash
# OpenROAD 26Q1-2900-gdf79404cd8, Yosys 0.63+post, stock flow scripts
make -C /OpenROAD-flow-scripts/flow DESIGN_CONFIG=/design/flow/config.mk WORK_HOME=/design/flow/orfs finish
</file>
<file path="flow/design.v">
module reg_file(
	input clk,
	input resetn,
	input [4:0] waddr,
	input [4:0] raddr1,
	input [4:0] raddr2,
	input [3:0] wen,
	input [31:0] wdata,
	output [31:0] rdata1,
	output [31:0] rdata2
);
    reg [31:0] r [31:0];   
    integer i;
    always @ (posedge clk) begin
        if(~resetn) begin
            for(i=0; i<=31; i=i+1) r[i] <= 0;  
        end
        if(waddr!=0) begin
           if(wen[3]) r[waddr][31:24] <= wdata[31:24];
           if(wen[2]) r[waddr][23:16] <= wdata[23:16];
           if(wen[1]) r[waddr][15: 8] <= wdata[15: 8];
           if(wen[0]) r[waddr][ 7: 0] <= wdata[ 7: 0];
        end else if(waddr == 0) r[0] <= 0;  
    end
    assign rdata1 = r[raddr1];   
    assign rdata2 = r[raddr2];
endmodule
</file>
==> metrics.csv <==
metric,value,unit
end_kind,primary output,
postCtsSetupRepairBufs,0,
design_area,63600,sq um
largest_register,r,
cpPeakStageDelay,740,ps
ys_chip_area,56700,sq um
crit_slowest_cell,buf_4,
io_pins,117,
grt_pass1_wl,269000,um
place.gp.congestion,0.944,
reg_top3,r (1024),
initialDrtViolationCount,3019,
grt_max_degree,96,
max_cap_viol_count,0,
total_leakage_power,25.8,nW
numCtsBuffers,113,
start_kind,input port,
peakVddDrop,0.0000861,V
setup_viol,0,
worst_pin_slew,963,ps
status,"complete, no violations",
grt_pass1_vias,39900,
yosysUniqueCellTypes,26,
drive_above_1_share,8.02,%
syn_area_per_cell,11.7,sq um
ctsLongestPathBuffers,3,
drv_slew,0,
floorplan.core_util,40.5,%
rsz0062_at_grt,false,
cts_root_buf,clkbuf_16,
cts_tree,built,
dp_hpwl,115000,um
ys_seq_share,54.3,%
netlist_instances,4848,
hold_path.class,input port to register,
grt-ovfl-total,0,
ys.flops,1024,
grt_usage,27.3,%
finalCriticalPeriod,11410,ps
antenna_found_initial,12,
die_h,378,um
timing.hold.ws,3690,ps
io_buffers,116,
hold_viol,0,
clock_sinks,1024,
final_antenna_net_count,0,
htreeDepth,3,
path_clk_slew,60,ps
ys_cells,4848,
cts_hold_buf,0,
die_area,143000,sq um
drc_errors,0,
fillerInstances,12400,
design.core.area,140000,sq um
power_density,92.9,nW/um^2
num_vias,39400,
placementRows,137,
crit_type,input port to primary output,
die_x,378,um
fin_tns_setup,0,ps
worstPathRequired,14480,ps
placedInstanceArea,59900,sq um
first_pass_iters,5,
path_cells,"buf_8, buf_4, buf_4, buf_4, mux2i_1, a22oi_1, a31oi_1, nand3_1, clkdlybuf4s50_1",
largest_reg_flops,1024,
vias_per_cell,5.78,
slew_headroom,35.7,%
wire_per_inst,26.9,um
crit_arrival,7790,ps
cp_max_fo,68,
fmax,87.7,MHz
cts_resized,0,
crit_top_cell,buf_4,
routed_wl,184000,um
warning_count,26,
period_used_share,63.0,%
syn_to_final_growth,12.3,%
ys_warn_count,1,
synth_area,56700,sq um
-- final timing paths --
check	start	end	slack, ps	cells past startpoint
max	raddr1[1]	rdata1[28]	6690	9
min	resetn	r[6][13]	3690	2
-- Yosys cell counts, drive strengths merged --
master | instances | share of area, %
and3b | 2 | 0.031
a22o | 128 | 2.0
or2 | 2 | 0.022
a21oi | 192 | 1.7
conb | 1 | 0.0066
and3 | 354 | 3.9
clkbuf | 296 | 2.0
nor3 | 66 | 0.58
o21ai | 80 | 0.71
a22oi | 192 | 2.5
nor2 | 87 | 0.58
mux2i | 1024 | 18
a31oi | 64 | 0.71
nand3 | 192 | 1.7
buf | 164 | 1.7
nand2 | 313 | 2.1
edfxtp | 1024 | 54
nand2b | 4 | 0.044
or3 | 2 | 0.040
nor3b | 2 | 0.026
and2 | 647 | 7.2
nor2b | 12 | 0.13
-- kinds of logic after synthesis --
logic type             count (synthesis)  share of synthesized area [%]
AOI/OAI and AO/OA                    656                           7.63
buffers and inverters                460                           3.70
DFF                                 1024                           54.3
muxes                               1024                           18.1
other                                  1                        0.00662
and+or+nand+nor                     1683                           16.3
-- critical path: cells and delay by family --
family                 cells  cell delay [ps]
AND-OR/OR-AND              2              560
buffers and inverters      5             3040
multiplexers               1              260
AND/OR/NAND/NOR            1              190
-- final cells by class --
type	instances	area, sq um	area share [%]
antenna	4	10.0	0.0157
clock buffer	141	3000	4.71
clock inverter	62	738	1.16
multi-input combinational	3395	24000	37.8
sequential	1024	30700	48.4
tap	1876	2350	3.69
timing repair buffer	315	2710	4.27
-- routing by layer --
metal / share of wire, % / vias up / GRT usage, %
li1: - / 18000 / -
met1: 39 / 19400 / 37.1
met2: 46 / 1655 / 40.3
met3: 12 / 348 / 13.3
met4: 3.6 / 14 / 7.97
met5: 0.043 / - / 0
-- metrics by stage --
stage | setup WS, ps | util, % | power, mW | instances
2_1_floorplan | 9530 | - | 3.28 | 4879
3_3_place_gp | 6640 | 42.7 | 3.58 | 6610
3_5_place_dp | 6640 | 42.7 | 3.59 | 6610
4_1_cts | 6630 | 45.4 | 5.93 | 6813
5_1_grt | 6490 | 45.4 | 6.08 | 6813
6_report | 6690 | 45.4 | 5.91 | 6817
-- where the power goes --
group / leakage (nW) / total (mW) / internal, mW / switching (mW)
Sequential: 9.77 / 2.83 / 2.75 / 0.0774
Clock: 1.83 / 2.36 / 1.40 / 0.959
Combinational: 14.2 / 0.715 / 0.265 / 0.451
Total: 25.8 / 5.91 / 4.42 / 1.49
-- placed cells by master (no fill, tap or decap), drive strengths merged --
master and count:
mux2i 1024, edfxtp 1024, and2 647, and3 354
nand2 313, buf 202, a22oi 192, a21oi 192
nand3 192, clkbuf 141, a22o 128, clkdlybuf4s50 113
nor2 87, o21ai 80, nor3 66, a31oi 64
clkinv 41, conb 32, bufinv 17, nor2b 12
diode 4, nand2b 4, or2 2, or3 2
nor3b 2, and3b 2, inv 2, clkinvlp 2
Power figures rest on the tool's default switching activity, not on a simulated workload.
